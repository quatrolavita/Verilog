==> ./design.v <==
`timescale 1ns/10ps
module add_sub(op_a, op_b, addsub, addsub_result, cf);
parameter  REG_WIDTH = 16;
input [REG_WIDTH-1:0] op_a;
input [REG_WIDTH-1:0] op_b;
input addsub;
output reg [REG_WIDTH-1:0] addsub_result;
output reg cf = 0;
wire [REG_WIDTH-1:0] temp;
assign temp = op_b ^ {REG_WIDTH{addsub}};
always @* begin
	{cf, addsub_result} = op_a + temp | addsub;
end
endmodule
`timescale 1ns/10ps
module complex_mul (control_sig, re_A, im_A, re_B, im_B, re_C, im_C);
parameter WIDTH = 16;
input [WIDTH-1:0] re_A, re_B, im_A, im_B;
input [1:0] control_sig;
output  [WIDTH-1:0] re_C, im_C;
wire [WIDTH-1:0] mul_0_re, mul_1_re, mul_0_im, mul_1_im;
wire add_sig;
assign add_sig = 1'b0;
mul_div #(.WIDTH(WIDTH)) re_A_im_A( 
		.in_A(re_A),
		.in_B(re_B),
	   .in_opt(control_sig[1:0]), 
	   .out(mul_0_re)
		); 
mul_div #(.WIDTH(WIDTH)) re_B_im_B( 
		.in_A(im_A),
		.in_B(im_B),
	   .in_opt( control_sig[1:0]), 
	   .out(mul_1_re)
		); 	
add_sub #(.REG_WIDTH(WIDTH)) res_re(
			.op_a(mul_0_re),
			.op_b(mul_1_re),
			.addsub(!add_sig),
			.addsub_result(re_C)
			);
mul_div #(.WIDTH(WIDTH)) re_B_im_A( 
		.in_A(im_A),
		.in_B(re_B),
	   .in_opt(control_sig[1:0]), 
	   .out(mul_0_im)
		); 
mul_div #(.WIDTH(WIDTH)) re_A_im_B( 
		.in_A(re_A),
		.in_B(im_B),
	   .in_opt(control_sig[1:0]), 
	   .out(mul_1_im)
		); 	
add_sub #(.REG_WIDTH(WIDTH)) res_im(
			.op_a(mul_0_im),
			.op_b(mul_1_im),
			.addsub(add_sig),
			.addsub_result(im_C)
			);			
endmodule
`timescale 1ns/10ps
module mul_div #(parameter WIDTH = 16) (
input  [WIDTH-1:0] in_A, in_B,
input  [1:0] in_opt, 
output reg [WIDTH-1:0] out); 
wire [WIDTH*2-1:0] mulO;
wire [WIDTH:0] divO, res;
assign mulO = in_A * in_B;
assign divO = in_A / in_B;
assign res = in_A % in_B;
always @(*) begin
	casez(in_opt)
		2'b00: out = mulO[WIDTH-1:0];
		2'b10: out = mulO[WIDTH*2-1:WIDTH];
		2'b01: out = divO;
		2'b11: out = res;
		default: out ={WIDTH{1'bz}};
	endcase
end
endmodule
==> ./run.sh <==
#!/bin/bash
# OpenROAD 26Q1-2900-gdf79404cd8, Yosys 0.63+post, stock flow scripts
make -C /OpenROAD-flow-scripts/flow DESIGN_CONFIG=/design/flow/config.mk WORK_HOME=/design/flow/orfs finish
==> ./config.mk <==
export PLATFORM = sky130hd
export DESIGN_NAME = complex_mul
export DESIGN_NICKNAME = complex_mul
export VERILOG_FILES = /design/flow/design.v
export SDC_FILE = /design/flow/constraint.sdc
export NUM_CORES = 4
export LEC_CHECK = 1
export CORE_UTILIZATION = 40
==> ./constraint.sdc <==
current_design complex_mul

set clk_period 84.4
set clk_io_pct 0.2

create_clock -name clk0 -period $clk_period

set non_clock_inputs [all_inputs -no_clocks]
set_input_delay [expr $clk_period * $clk_io_pct] -clock clk0 $non_clock_inputs
set_output_delay [expr $clk_period * $clk_io_pct] -clock clk0 [all_outputs]
==> impl_metrics.env <==
# source this file to load flow results
export IMPL_fin_setup_tns_ns=0
export IMPL_die_x_um=407
export IMPL_layout_setup_ws_ns=8.33
export IMPL_yosysUniqueCellTypes=88
export IMPL_dpl_hpwl_um=202000
export IMPL_startpoint_type="input pin"
export IMPL_via_count=61720
export IMPL_synthTopLogicFamily="adder cells"
export IMPL_grt_overflow=0
export IMPL_final_cell_count_no_fill=10685
export IMPL_outcome="complete, no violations"
export IMPL_comb_area_um2=60100
export IMPL_fmax_mhz=13.1
export IMPL_p_sw_share_pct=59.4
export IMPL_vias_per_cell=5.78
export IMPL_cap_violations=0
export IMPL_critPathArrivalTime_ns=59.19
export IMPL_yosys_cells=8544
export IMPL_p_per_area_nw_per_um2=42.5
export IMPL_path_max_fanout=24
export IMPL_period_minus_slack_ns=76.07
export IMPL_yosysSeqAreaShare_pct=0
export IMPL_pre_cts_slack_ns=9.01
export IMPL_drtIter0Drc=3737
export IMPL_rsz0062_at_grt="false"
export IMPL_route_detailed_drc=0
export IMPL_slew_limit_headroom_pct=14.5
export IMPL_cpMostUsedCell="o21a_1"
export IMPL_hold_path_class="input pin to primary output"
export IMPL_xor_area_share_pct=5.39
export IMPL_grt_pass1_wl_um=382000
export IMPL_io_buffer_count=97
export IMPL_dp_cells=10673
export IMPL_chipArea_um2=165000
export IMPL_first_global_vias=60049
export IMPL_grt_util_all_layers_pct=32.4
export IMPL_flop_count=0
export IMPL_fp_coreArea_um2=163000
export IMPL_tightest_slew_ns=1.27
export IMPL_finalCritPeriodShare_pct=90.1
export IMPL_aoi_share_pct=17.9
export IMPL_crit_path_top_delay_cell="o31ai_1"
export IMPL_netSwitchingPower_uw=1750
export IMPL_simple_gate_share_pct=19.5
export IMPL_ant_nets=0
export IMPL_ff_latch_area_um2=0
export IMPL_die_h_um=407
export IMPL_io_pins=98
export IMPL_intPower_uw=1200
export IMPL_fp_util_pct=40.3
export IMPL_top_cell_area_share_pct=23.9
export IMPL_warnings=48
export IMPL_cp_end_kind="primary output"
export IMPL_ir_worst_vdd_uv=80.9
export IMPL_drive_above_1_share_pct=6.61
export IMPL_syn_area_per_cell_um2=7.66
export IMPL_cts_resized=0
export IMPL_p_leak_uw=0.0340
export IMPL_required_ns=67.52
export IMPL_mux_share_pct=4.60
export IMPL_synth_area_top_cells="fa_1, ha_1, inv_1"
export IMPL_yosysTopAreaCell="fa_1"
export IMPL_synthCells=8544
export IMPL_gp_congestion=1.01
export IMPL_adder_share_pct=44.3
export IMPL_yosys_stat_area_um2=65500
export IMPL_avgRoutedWirePerCell_um=24.0
export IMPL_timing_worst_setup_path_type="input pin to primary output"
export IMPL_rows=148
export IMPL_clkbuf_count=0
export IMPL_grt_max_degree=42
export IMPL_grt_antenna_before_repair=16
export IMPL_final_common_cell="ha_1"
export IMPL_ctsHoldBuffers=0
export IMPL_cts_setup_buffers=0
export IMPL_syn_area_um2=65500
export IMPL_synth_warnings=3
export IMPL_setup_viol=0
export IMPL_drt_wl_total_um=257000
export IMPL_drv_slew=0
export IMPL_area_delta_synth_final_pct=6.01
export IMPL_nFillCells=16286
export IMPL_finalHoldViolCount=0
export IMPL_slowest_delay_ns=1.06
export IMPL_final_cell_mix="ha_1, inv_1, nand2_1"
export IMPL_drt_pre_antenna_iters=7
[worst max-delay path, delay by kind of cell]
kind / cells / cell delay, ns
AOI/OAI and AO/OA: 90 / 23.73
and+or+nand+nor: 21 / 5.21
adders and majority gates: 17 / 4.91
buffers and inverters: 13 / 4.21
muxes: 9 / 3.35
xor gates and xnor gates: 2 / 0.79
[stage by stage]
stage               power (µW)  utilization (%)  hold WS (ns)  instance area (µm²)
floorplan                 1770                -         34.15                65500
global placement          2900             42.7         35.35                69400
detailed placement        2890             42.7         35.33                69400
CTS                       2920             42.7         35.34                69400
global route              3240             42.7         35.38                69400
finish                    2950             42.7         35.36                69400
[per-layer routing]
layer | track usage (%) | part of all wire [%] | wire (µm)
met5 | 1.04 | 0.18 | 464
met4 | 12.4 | 5.1 | 13200
met3 | 16.8 | 14 | 35400
met2 | 48.1 | 43 | 110000
met1 | 40.1 | 38 | 98000
[Yosys cell counts (13+ instances only)]
master	instances
clkbuf_1	318
ha_1	1065
or2_2	61
mux4_2	23
o21a_1	210
nor2b_1	81
xnor2_1	274
buf_1	40
or3_1	63
and3_1	43
o31a_1	16
mux2_2	168
nor4_1	25
nand3_1	115
or4_1	16
a211oi_1	67
fa_1	782
o21bai_1	34
o22ai_1	23
nand2b_1	73
a2111oi_0	13
inv_1	1072
a21oi_1	427
o31ai_1	47
nand4_1	57
a31oi_1	82
nand2_1	1052
nor3_1	237
a21boi_0	43
and2_1	164
xor2_1	129
nor3b_1	16
a31o_2	19
o2111ai_1	16
a21o_1	169
nor2_1	764
o21ai_0	344
a211o_1	28
a41oi_1	17
a221oi_1	14
mux2i_1	51
o211ai_1	80
[final timing paths]
path | start | cells after the start | slack [ns] | endpoint
worst min-delay path | control_sig[1] | 6 | 35.36 | im_C[3]
worst max-delay path | im_B[1] | 152 | 8.33 | im_C[15]
[cell type report]
class | count | area share (%)
multi-input combinational | 7101 | 86.6
inverter | 1084 | 5.86
tap | 2175 | 3.92
timing repair buffer | 313 | 3.58
antenna | 12 | 0.0433
[cells by family (layout without fill, tap and decap cells)]
family | Yosys count | count (layout)
compound gates | 1786 | 1786
other cells | 2 | 17
simple gates | 2812 | 2812
mux | 248 | 248
xor+xnor | 403 | 403
fa+ha+maj | 1847 | 1847
buf+inv | 1446 | 1397
Power is estimated from default activity; no workload was simulated.
