$ cat /design/flow/config.mk
export PLATFORM = sky130hd
export DESIGN_NAME = complex_div
export DESIGN_NICKNAME = complex_div
export VERILOG_FILES = /design/flow/design.v
export SDC_FILE = /design/flow/constraint.sdc
export NUM_CORES = 4
export LEC_CHECK = 1
export CORE_UTILIZATION = 40
$ cat /design/flow/constraint.sdc
current_design complex_div

set clk_period 123.0
set clk_io_pct 0.2

create_clock -name clk0 -period $clk_period

set non_clock_inputs [all_inputs -no_clocks]
set_input_delay [expr $clk_period * $clk_io_pct] -clock clk0 $non_clock_inputs
set_output_delay [expr $clk_period * $clk_io_pct] -clock clk0 [all_outputs]
$ cat /design/flow/design.v
`timescale 1ns/10ps
module add_sub(op_a, op_b, addsub, addsub_result, cf);
parameter  REG_WIDTH = 16;
input [REG_WIDTH-1:0] op_a;
input [REG_WIDTH-1:0] op_b;
input addsub;
output reg [REG_WIDTH-1:0] addsub_result;
output reg cf = 0;
wire [REG_WIDTH-1:0] temp;
assign temp = op_b ^ {REG_WIDTH{addsub}};
always @* begin
	{cf, addsub_result} = op_a + temp | addsub;
end
endmodule
`timescale 1ns/10ps
module complex_div(control_sig, re_A, im_A, re_B, im_B, re_C, im_C);
parameter WIDTH = 16;
input [WIDTH-1:0] re_A, re_B, im_A, im_B;
input [1:0] control_sig;
output  [WIDTH-1:0] re_C, im_C;
wire [WIDTH-1:0] add_0_re, add_1_re, div_0_re, div_1_re, pow_0_re, pow_1_re, sub_0_im, sub_1_im, div_0_im, div_1_im;
wire  [1:0] control_mul;
assign control_mul = 3'b010;
wire add_sig;
assign add_sig = 1'b0;
mul_div #(.WIDTH(WIDTH)) re_A_re_B( 
		.in_A(re_A),
		.in_B(re_B),
	   .in_opt(control_mul), 
	   .out(add_0_re)
		); 
mul_div #(.WIDTH(WIDTH)) im_A_im_B( 
		.in_A(im_A),
		.in_B(im_B),
	   .in_opt(control_mul), 
	   .out(add_1_re)
		); 
add_sub #(.REG_WIDTH(WIDTH)) div0_re(
			.op_a(add_0_re),
			.op_b(add_1_re),
			.addsub(add_sig),
			.addsub_result(div_0_re)
			);	
mul_div #(.WIDTH(WIDTH)) re_B_re_B( 
		.in_A(re_B),
		.in_B(re_B),
	   .in_opt(control_mul), 
	   .out(pow_0_re)
		); 
mul_div #(.WIDTH(WIDTH)) im_B_im_B( 
		.in_A(im_B),
		.in_B(im_B),
	   .in_opt(control_mul), 
	   .out(pow_1_re)
		); 
add_sub #(.REG_WIDTH(WIDTH)) div1_re(
			.op_a(pow_0_re),
			.op_b(pow_1_re),
			.addsub(add_sig),
			.addsub_result(div_1_re)
			);	
mul_div #(.WIDTH(WIDTH)) result_re( 
		.in_A(div_0_re),
		.in_B(div_1_re),
	   .in_opt(control_sig), 
	   .out(re_C)
		);			
mul_div #(.WIDTH(WIDTH)) im_A_re_B( 
		.in_A(im_A),
		.in_B(re_B),
	   .in_opt(control_mul), 
	   .out(sub_0_im)
		); 
mul_div #(.WIDTH(WIDTH-1)) re_A_im_B( 
		.in_A(re_A),
		.in_B(im_B),
	   .in_opt(control_mul), 
	   .out(sub_1_im)
		); 
add_sub #(.REG_WIDTH(WIDTH)) sub_im(
			.op_a(sub_0_im),
			.op_b(sub_1_im),
			.addsub(!add_sig),
			.addsub_result(div_0_im)
			);	
add_sub #(.REG_WIDTH(WIDTH)) add_im(
			.op_a(pow_0_re),
			.op_b(pow_1_re),
			.addsub(add_sig),
			.addsub_result(div_1_im)
			);	
mul_div #(.WIDTH(WIDTH)) result_im( 
		.in_A(div_0_im),
		.in_B(div_1_im),
	   .in_opt(control_sig), 
	   .out(im_C)
		);			
endmodule			
`timescale 1ns/10ps
module mul_div #(parameter WIDTH = 16) (
input  [WIDTH-1:0] in_A, in_B,
input  [1:0] in_opt, 
output reg [WIDTH-1:0] out); 
wire [WIDTH*2-1:0] mulO;
wire [WIDTH:0] divO, res;
assign mulO = in_A * in_B;
assign divO = in_A / in_B;
assign res = in_A % in_B;
always @(*) begin
	casez(in_opt)
		2'b00: out = mulO[WIDTH-1:0];
		2'b10: out = mulO[WIDTH*2-1:WIDTH];
		2'b01: out = divO;
		2'b11: out = res;
		default: out ={WIDTH{1'bz}};
	endcase
end
endmodule
$ cat /design/flow/run.sh
#!/bin/bash
# OpenROAD 26Q1-2900-gdf79404cd8, Yosys 0.63+post, stock flow scripts
make -C /OpenROAD-flow-scripts/flow DESIGN_CONFIG=/design/flow/config.mk WORK_HOME=/design/flow/orfs finish
==> impl_table.tex <==
% Synthesis and place-and-route results
\begin{tabular}{lr}
\hline
Metric & Value \\
\hline
\multicolumn{2}{l}{\textbf{Outcome}} \\
\quad Status & finished clean \\
\multicolumn{2}{l}{\textbf{Global routing}} \\
\quad Via count of the first global-routing pass & 68.3k \\
\quad Antenna violations before repair & 11 \\
\quad Total Routing Usage GR & 0.260 \\
\quad Global-route wire length before repair & 386 mm \\
\quad Grt ovf & 0 \\
\quad Largest net degree at the start of global routing & 52 \\
\multicolumn{2}{l}{\textbf{Logic synthesis}} \\
\quad Sequential cell area fraction in the yosys report & 0 \\
\quad \# Cells Yosys & 9680 \\
\quad Top area contributor share & 0.369 \\
\quad Cell taking the most area after synthesis & sky130\_fd\_sc\_hd\_\_fa\_1 \\
\quad Number of warning messages in the yosys log & 7 \\
\quad Synth Instances & 9680 \\
\quad Mean post-synth cell area & 8.22 um2 \\
\quad Chip area line of the yosys report & 79600 um2 \\
\quad Cell area after technology mapping & 79600 um2 \\
\quad Distinct lib cells & 106 \\
\quad Area contributors post-synth & sky130\_fd\_sc\_hd\_\_fa\_1 (37\%), sky130\_fd\_sc\_hd\_\_ha\_1 (18\%), sky130\_fd\_sc\_hd\_\_inv\_1 (8.8\%) \\
\multicolumn{2}{l}{\textbf{Floorplanning}} \\
\quad Die outline width & 448 um \\
\quad Number of ports placed on the die boundary & 98 \\
\quad Initial core utilization & 0.403 \\
\quad Chip area & 201000 um2 \\
\quad Core region area & 197000 um2 \\
\quad Die height & 448 um \\
\quad Standard-cell row count & 163 \\
\multicolumn{2}{l}{\textbf{Final layout}} \\
\quad Highest-count logic cell in the final layout & sky130\_fd\_sc\_hd\_\_inv\_1 \\
\quad Non-Filler Instances & 12.2k \\
\quad Sequential cell area in the final layout & 0 um2 \\
\quad Share of layout cells above drive strength 1 & 0.0400 \\
\quad Final Instance Area & 83600 um2 \\
\quad Filler instances & 19.6k \\
\quad Leading cell types in the layout, fill and taps excluded & sky130\_fd\_sc\_hd\_\_inv\_1 (1858), sky130\_fd\_sc\_hd\_\_fa\_1 (1467), sky130\_fd\_sc\_hd\_\_nand2\_1 (1163), sky130\_fd\_sc\_hd\_\_ha\_1 (1153), sky130\_fd\_sc\_hd\_\_and2\_1 (716) \\
\quad Layout sequential cell count & 0 \\
\quad Clock buf count & 0 \\
\quad Area Overhead vs Synth & 5.14\% \\
\multicolumn{2}{l}{\textbf{Final timing}} \\
\quad RSZ-0062 raised after global routing & no \\
\quad Final count of negative-setup-slack endpoints & 0 \\
\quad Max-slew headroom & 0.260 \\
\quad Maximum achievable frequency & 9.92 MHz \\
\quad Shortest period the worst path allows & 100.81 ns \\
\quad Setup slack of the critical path after layout & 22.19 ns \\
\quad Final hold vios & 0 \\
\quad Final period util & 0.820 \\
\quad Slew at the pin with the worst max-slew slack & 1.10 ns \\
\quad Setup\_tns & 0 ns \\
\quad Final Max Tran Viols & 0 \\
\multicolumn{2}{l}{\textbf{Power and ir drop}} \\
\quad Power density over cell area & 2240 nW/um2 \\
\quad Internal power & 77.7 mW \\
\quad P\_leak & 42.7 nW \\
\quad Maximum vdd drop & 0.00441 V \\
\quad Switch share & 0.586 \\
\quad Total power draw & 188 mW \\
\quad Net switching power & 110 mW \\
\multicolumn{2}{l}{\textbf{Run}} \\
\quad Number of logged tool warnings & 46 \\
\quad Number of max-capacitance violations reported & 0 \\
\multicolumn{2}{l}{\textbf{Clocking}} \\
\quad Post\_cts resized & 0 \\
\quad Setup bufs post-CTS & 0 \\
\quad Total of hold buffers inserted after clock tree synthesis & 0 \\
\multicolumn{2}{l}{\textbf{Place}} \\
\quad Count of buffers from port buffering & 98 \\
\quad Cell total after placement & 12.2k \\
\quad Placer congestion estimate & 1.01 \\
\quad DP Area & 83600 um2 \\
\quad Placement Setup Slack & 23.00 ns \\
\quad Placed wire-length estimate & 188 mm \\
\multicolumn{2}{l}{\textbf{Routing}} \\
\quad Detailed Routing Iterations Pass 1 & 6 \\
\quad Number of remaining DRC errors & 0 \\
\quad Post-route ant nets & 0 \\
\quad Total detailed-routing wirelength & 239 mm \\
\quad Routed length per placed instance & 19.5 um \\
\quad 1st-iter DRT viols & 3337 \\
\quad Vias after detailed routing & 64.6k \\
\quad Vias per cell & 5.29 \\
\multicolumn{2}{l}{\textbf{Critical path}} \\
\quad Most prevalent standard cell on the critical path & sky130\_fd\_sc\_hd\_\_o21ai\_0 \\
\quad Crit Path Max Fanout & 32 \\
\quad CP Data Required Time & 98.40 ns \\
\quad Data arrival time of the worst path & 76.21 ns \\
\quad Critical path endpoint category & output pin \\
\quad Library cell contributing the largest single delay on the critical path & sky130\_fd\_sc\_hd\_\_clkdlybuf4s50\_1 \\
\quad Crit path launch type & input port \\
\quad CP max stage delay & 0.88 ns \\
\quad Critical Setup Path Class & input port to output pin \\
\multicolumn{2}{l}{\textbf{Min path}} \\
\quad Worst min-delay path class & input port to output pin \\
\hline
\end{tabular}
## cell usage after synthesis, drive strengths merged, types with 15 or more instances
library cell	count
ha	1153
buf	43
or3	62
a21boi	19
a21oi	306
and2	717
nor3	166
a31oi	58
nand2b	55
a21o	128
nor4	22
o31ai	36
nor2	576
nand3	114
nand4	53
fa	1467
o21ai	234
and3	29
xnor2	241
mux2	40
or2	51
mux2i	39
inv	1862
o211ai	33
nand2	1163
a211oi	56
o22ai	26
a2111oi	15
o21a	132
nor2b	51
o21bai	36
clkbuf	365
xor2	97
## area by class of cell
| class | instances | area (um2) | area share |
|---|---|---|---|
| Timing Repair Buffer | 288 | 2250 | 0.0270 |
| Antenna cell | 7 | 17.5 | 0.000209 |
| Multi-Input combinational cell | 7403 | 71000 | 0.849 |
| Inverter | 1870 | 7020 | 0.0839 |
| Tap cell | 2640 | 3300 | 0.0395 |
## critical path, delay by kind of cell
family,cells,cell delay (ns)
multiplexers,4,1.16
XOR/XNOR,4,0.96
AND-OR/OR-AND,91,22.27
adder cells (fa/ha/maj),24,9.03
AND/OR/NAND/NOR,61,14.66
buffers and inverters,12,3.41
## logic make-up (layout without fill, tap and decap cells)
| logic type | Yosys count | after routing | share of synthesized area |
|---|---|---|---|
| buffers and inverters | 2278 | 2158 | 0.108 |
| other | 1 | 9 | 0.0000471 |
| and+or+nand+nor | 3110 | 3110 | 0.187 |
| xor gates and xnor gates | 339 | 339 | 0.0379 |
| muxes | 79 | 79 | 0.0106 |
| AOI/OAI and AO/OA | 1253 | 1253 | 0.105 |
| adders and majority gates | 2620 | 2620 | 0.551 |
## power by group through the flow
stage | sequential [mW] | combinational (mW) | clock (mW)
after CTS | 0 | 189 | 0
after global routing | 0 | 205 | 0.00000000441
## stage by stage
step | hold WS (ns) | util
after floorplan | 49.52 | -
after global placement | 50.26 | 0.424
after detailed placement | 50.25 | 0.424
after CTS | 50.26 | 0.424
after global routing | 50.31 | 0.424
final | 50.26 | 0.424
## worst paths after layout
kind | from | endpoint | slack, ns | cells past startpoint
max | im_A[3] | re_C[8] | 22.19 | 196
min | control_sig[1] | im_C[0] | 50.26 | 4
## layer usage
metal	global-route usage	share of wire	vias to the layer above
li1	-	-	30400
met1	0.357	0.41	31400
met2	0.398	0.45	2445
met3	0.0837	0.089	409
met4	0.0890	0.046	2
met5	0.000722	0.000046	-
Power figures rest on the tool's default switching activity, not on a simulated workload.
