==> design/flow/design.v <==
`timescale 1ns/10ps
module output_unit(i_add_0, i_add_1, i_sub_0, i_sub_1, i_mul_0, i_mul_1,
						i_div_0, i_div_1, i_shift_0, i_shift_1, i_addc_0, i_addc_1,
						i_subc_0, i_subc_1, i_mulc_0, i_mulc_1, i_divc_0, i_divc_1, 
						i_sel, o_0, o_1);
parameter WIDTH = 16;
input [WIDTH-1:0] i_add_0, i_add_1, i_sub_0, i_sub_1, i_mul_0, i_mul_1,
						i_div_0, i_div_1, i_shift_0, i_shift_1, i_addc_0, i_addc_1,
						i_subc_0, i_subc_1, i_mulc_0, i_mulc_1, i_divc_0, i_divc_1;
input [3:0] i_sel;
output reg [WIDTH-1:0] o_0, o_1;
always @* begin
	casez(i_sel)
		 4'b0000 : begin
			o_0 = i_add_0;
			o_1 = i_add_1;
			end
		 4'b0001 : begin
			o_0 = i_sub_0;
			o_1 = i_sub_1;
			end
		 4'b0010 : begin
			o_0 = i_mul_0;
			o_1 = i_mul_1;
			end
		 4'b0011 : begin
			o_0 = i_div_0;
			o_1 = i_div_1;
			end
		  4'b0100 : begin
			o_0 = i_shift_0;
			o_1 = i_shift_1;
			end
		  4'b0101 : begin
			o_0 = i_addc_0;
			o_1 = i_addc_1;
			end
		4'b0110 : begin
			o_0 = i_subc_0;
			o_1 = i_subc_1;
			end
		4'b0111 : begin
			o_0 = i_mulc_0;
			o_1 = i_mulc_1;
			end
			4'b1??? : begin
			o_0 = i_divc_0;
			o_1 = i_divc_1;
			end
		 default : begin
		 	o_0 = i_add_0;
			o_1 = i_add_1;
		 end
	endcase 
	end
endmodule
==> design/flow/run.sh <==
#!/bin/bash
# OpenROAD 26Q1-2900-gdf79404cd8, Yosys 0.63+post, stock flow scripts
make -C /OpenROAD-flow-scripts/flow DESIGN_CONFIG=/design/flow/config.mk WORK_HOME=/design/flow/orfs finish
==> design/flow/config.mk <==
export PLATFORM = sky130hd
export DESIGN_NAME = output_unit
export DESIGN_NICKNAME = output_unit
export VERILOG_FILES = /design/flow/design.v
export SDC_FILE = /design/flow/constraint.sdc
export NUM_CORES = 4
export LEC_CHECK = 1
export CORE_AREA = 10 10 132 132
export DIE_AREA = 0 0 142 142
==> design/flow/constraint.sdc <==
current_design output_unit

set clk_period 7.6
set clk_io_pct 0.2

create_clock -name clk0 -period $clk_period

set non_clock_inputs [all_inputs -no_clocks]
set_input_delay [expr $clk_period * $clk_io_pct] -clock clk0 $non_clock_inputs
set_output_delay [expr $clk_period * $clk_io_pct] -clock clk0 [all_outputs]
==> changes_impl.md <==
## Flow update

- Yosys stat chip area: 2340 µm²
- Hpwl dp: 15900 µm
- Routed via count: 4020
- Top Layer Used: met4
- Mapped cell area: 2340 µm²
- Layout fillers: 1442
- Clk_buf instances: 0
- First-pass DRT Iterations: 4
- Max_slew headroom: 0.483
- Crit Path Category: input pin to output pin
- Max-Cap Viols: 0
- Via density: 4.91
- Seq share, synth: 0
- Hold Buf Count CTS: 0
- Dominant cell area share: 0.137
- RSZ-0062 raised after global routing: false
- Largest net degree at the start of global routing: 40
- Total track usage: 0.172
- GR Overflow Total: 0
- Count of final setup violators: 0
- Met3 wire length: 1850 µm
- Antenna cells: 0
- Global-route wire length before repair: 26800 µm
- Critical Path Source Type: input pin
- Layout cells sized above 1: 0.0457
- Hold WC Path Type: input pin to output pin
- Worst slew pin tran: 0.775 ns
- Pwr dens: 55.7 nW/µm²
- DRC Markers: 0
- Synthesis-to-layout area growth: 143%
- Yosys warns: 1
- Metal-1 WL: 7290 µm
- Die span in x: 142 µm
- Slew Viols, Final: 0
- Cells in synth_stat.txt: 341
- Number of global-route vias before repair: 4296
- Cell Type Count: 21
- Post-CTS setup buffers: 0
- IO Pins: 324
- Final period util: 0.769
- Status: finished clean
- Number of OpenROAD warnings: 32
- Cell taking the most area after synthesis: mux2i_1
- Syn Inst Count: 341
- Crit path max fanout: 17
- CP required: 6.08 ns
- Post-Route WL: 18900 µm
- Worst Setup EP: o_0[14]
- VDD IR max: 22.4 µV
- FF/Latch Area: 0 µm²
- Cell area leaders: mux2i_1, a22o_1, o2bb2ai_1
- Hold Violations, Final: 0
- Vert. Die Dim: 142 µm
- Chip area: 20200 µm²
- Post-route minimum period: 5.84 ns
- Drt initial violations: 132
- Worst Setup End Kind: output pin
- Port buffer count: 324
- FP Rows: 44
- Setup_tns: 0 ns
- Seq_cells: 0
- FP Util: 0.161
- Core ar.: 14500 µm²
- Dpl cell area: 5680 µm²
- Design area: 5680 µm²
- Post_cts resized: 0
- Critical Path Start: i_sel[0]
- Routed len/inst: 23.1 µm
- Syn Area/Cell: 6.85 µm²
- GP Congestion: 0.914
- Initial antenna violation count: 0
- Fmax: 171 MHz
- Arrival time worst endpoint: 4.32 ns
- WL met2: 9680 µm
- Routed Antenna Nets: 0
- Leakage: 2.06 nW
[synth_stat cells]
| master | n |
|---|---|
| and2_1 | 2 |
| clkbuf_1 | 17 |
| nor2_1 | 63 |
| nor2_2 | 3 |
| or4_1 | 1 |
| o2bb2ai_1 | 32 |
| a22oi_1 | 32 |
| or3b_1 | 1 |
| nand2_1 | 1 |
| mux2i_1 | 32 |
| a21oi_2 | 4 |
| a221oi_1 | 30 |
| buf_2 | 18 |
| nor2b_1 | 33 |
| a21oi_1 | 28 |
| buf_4 | 2 |
| a221oi_2 | 2 |
| nor3_2 | 1 |
| a22o_1 | 32 |
| buf_6 | 6 |
| clkbuf_4 | 1 |
[placed cells by master (no fill, tap or decap), drive strengths merged]
master	instances
clkdlybuf4s50	321
nor2	66
nor2b	33
o2bb2ai	32
a22o	32
a22oi	32
mux2i	32
a221oi	32
a21oi	32
buf	16
and2	2
nand2	1
nor3	1
or3b	1
or4	1
[final cells by class]
class	instances	area, µm²	share of cell area
Multi-Input combinational cell	297	2120	0.374
Tap cell	184	230	0.0405
Timing Repair Buffer	337	3330	0.586
[worst max-delay path: stages]
cell and delay [ns]:
clkdlybuf4s50_1 0.56, or3b_1 0.69, buf_4 0.36, nor2_1 0.07, a221oi_1 0.51, a21oi_1 0.14, clkdlybuf4s50_1 0.44
[worst min-delay path by stage]
stage,startpoint,endpoint,depth (start not counted)
CTS,i_add_0[5],o_0[5],4
global route,i_add_1[11],o_1[11],4
finish,i_add_1[8],o_1[8],4
[logic make-up (layout without fill, tap and decap cells)]
logic type | Yosys count | count (layout) | share of synthesized area
AND-OR/OR-AND | 160 | 160 | 0.543
AND/OR/NAND/NOR | 105 | 105 | 0.216
buffers and inverters | 44 | 337 | 0.104
multiplexers | 32 | 32 | 0.137
[stage by stage]
step	cells	setup slack (ns)	util	total power [W]	hold slack, ns
after global placement	818	1.81	0.391	0.000318	3.98
after floorplan	341	3.54	-	0.0000966	3.12
after CTS	818	1.75	0.391	0.000320	3.99
final	818	1.76	0.391	0.000316	3.98
after global routing	818	1.59	0.391	0.000339	4.02
after detailed placement	818	1.76	0.391	0.000318	3.99
[per-layer routing]
metal / vias to the layer above / global-route usage
li1: 1934 / -
met1: 1865 / 0.202
met2: 217 / 0.312
met3: 4 / 0.0539
met4: 0 / 0.00968
met5: - / 0
[power breakdown]
| group | switching, W | total [W] | leakage (nW) | internal, W |
|---|---|---|---|---|
| logic | 0.000102 | 0.000316 | 2.06 | 0.000214 |
| clock network | 0 | 0 | 0 | 0 |
| registers | 0 | 0 | 0 | 0 |
Power figures rest on the tool's default switching activity, not on a simulated workload.
